$ cat flow/config.mk
export PLATFORM = sky130hd
export DESIGN_NAME = mult_NxN
export DESIGN_NICKNAME = mult_NxN
export VERILOG_FILES = /design/flow/design.v
export SDC_FILE = /design/flow/constraint.sdc
export NUM_CORES = 4
export LEC_CHECK = 1
export CORE_AREA = 10 10 70 70
export DIE_AREA = 0 0 80 80
$ cat flow/design.v
module mult_NxN (a, b, y);
parameter N = 4;
input [N-1:0] a;
input [N-1:0] b;
output[2*N-1:0] y;
wire [N-1:0] m [0:N-1];
wire [N:0] p [0:N-1];
genvar i;
generate
for(i=0; i<N; i=i+1)
begin:mults
assign m[i] = a[i] ? b : 0;
end
endgenerate
assign p[0] = { 1'b0, m[0] };
genvar j;
generate
for(j=1; j<N; j=j+1)
begin : pmults
assign y[j-1] = p[j-1][0];
assign p[j] = m[j] + p[j-1][N:1];
end
endgenerate
assign y[2*N-1:N-1] = p[N-1];
endmodule
$ cat flow/constraint.sdc
current_design mult_NxN

set clk_period 6.1
set clk_io_pct 0.2

create_clock -name clk0 -period $clk_period

set non_clock_inputs [all_inputs -no_clocks]
set_input_delay [expr $clk_period * $clk_io_pct] -clock clk0 $non_clock_inputs
set_output_delay [expr $clk_period * $clk_io_pct] -clock clk0 [all_outputs]
$ cat flow/run.sh
#!/bin/bash
# OpenROAD 26Q1-2900-gdf79404cd8, Yosys 0.63+post, stock flow scripts
make -C /OpenROAD-flow-scripts/flow DESIGN_CONFIG=/design/flow/config.mk WORK_HOME=/design/flow/orfs finish
==> results.yml <==
# flow metrics
worst_setup_path:
  critPathKind: "in -> out"
  critPathMaxFanout: 4
  end_kind: "primary output"
  arrival_ns: 4.68
  worstPathRequired_ns: 4.88
  startpoint_type: "input port"
place:
  placed_area_um2: 668
  io_buffers: 16
  dp.cells: 115
  detailed_place_hpwl_um: 1000
  globalplace.congestion: 0.715
sta:
  rsz0062_at_grt: "false"
  hold_slack_ns: 3.45
  setup_viol: 0
  worst-slew-pin-transition_ns: 0.191
  maxSlewHeadroom: 0.872
  setup_tns_ns: 0
  fin_crit_ns: 5.90
  maxSlewViolCount: 0
  min_period_over_period: 0.968
  hold_viol_final: 0
  fmax_mhz: 169
routing:
  dr.pass1.iters: 4
  routedWlPerCell_um: 9.39
  drc: 0
  ant_nets: 0
  routed_via_density: 3.56
  initialDrtViolationCount: 16
  wl_um: 1080
  n_antenna_cell: 0
  num_vias: 409
synthesis:
  synth_seq_share: 0
  yosysWarningCount: 1
  top_area_frac: 0.306
  ys_cells: 53
  syn-instance-count: 53
  yosys.area.top_type: "ha_1"
  synthTopCellsByArea: "ha_1 (31%), and2_1 (19%), fa_1 (13%), a21o_1 (8.3%), a21oi_2 (5.8%)"
  yosysUniqueCellTypes: 14
  ys_area_um2: 450
  syn_area_um2: 450
  syn_avg_cell_area_um2: 8.50
pwr:
  p_per_area_nw_per_um2: 96.9
  peakVddDrop_mv: 0.0148
  power_leakage_uw: 0.000343
job:
  drv_cap: 0
  tool_warnings: 32
floorplanning:
  initial_utilization: 0.132
  num_rows: 21
  die.size.y_um: 80
  core-area_um2: 3420
  chip_area_um2: 6400
  io-pin-count: 16
  die_w_um: 80
global_route:
  antenna_found_initial: 0
  gr-total-overflow: 0
  grt_pass1_wl_um: 1990
  first_global_vias: 442
  track_usage: 0.0369
  grt_max_degree: 5
min_path:
  hp-start: "a[0]"
  hold_path.class: "in -> out"
  hold_end: "y[0]"
  holdPathStages: 3
outcome:
  outcome: "completed"
final_layout:
  layout.cells.non_filler: 115
  design_area_um2: 678
  num-clock-buffers: 0
  synthToLayoutAreaGrowth_pct: 50.6
  seq_area_um2: 0
  nFillCells: 384
  drive_gt1_frac: 0.0725
  n_sequential_cell: 0
clock_tree:
  cts_setup_buffers: 0
-- worst max-delay path, cell delays in order --
cell and delay [ns]:
clkdlybuf4s50_1 0.45, and2_1 0.19, ha_1 0.22, fa_1 0.41, xor2_1 0.19, inv_1 0.09
fa_2 0.53, inv_1 0.04, ha_1 0.20, fa_1 0.40, a21o_1 0.17, a21o_1 0.17
clkdlybuf4s50_1 0.40
-- per-layer routing --
metal / track usage / wire (µm)
met5: 0 / 0
met4: 0 / 0
met3: 0.00341 / 51
met2: 0.0706 / 549
met1: 0.0453 / 480
-- cells in the final DEF, fill, tap and decap left out, types with 2 or more instances in the layout --
cell	Yosys	routed
a21o_1	5	5
xnor2_1	3	2
fa_1	3	2
inv_1	4	4
a21oi_2	3	3
xor2_1	3	3
and2_1	14	14
nand2_1	2	2
ha_1	11	11
clkdlybuf4s50_1	0	16
-- synthesized netlist by cell type --
master and number:
a21o_1 5, a21oi_1 1, a21oi_2 3, and2_1 14, fa_1 3, ha_1 11
inv_1 4, nand2_1 2, nand2b_1 1, nor2_1 1, nor2b_1 1, o21ai_0 1
xnor2_1 3, xor2_1 3
-- cell type report --
class | count | area, µm² | area share
Multi-Input combinational cell | 49 | 445 | 0.657
Timing Repair Buffer | 16 | 160 | 0.236
Tap cell | 46 | 57.6 | 0.0849
Inverter | 4 | 15.0 | 0.0221
-- logic make-up after synthesis --
family / synth area share
xor+xnor: 0.117
fa+ha+maj: 0.439
simple gates: 0.247
buf+inv: 0.0333
compound gates: 0.164
-- through the flow --
stage,total power [µW],setup WS [ns],utilization
final,65.7,0.196,0.199
after global routing,76.4,0.00385,0.199
after CTS,65.9,0.183,0.196
after detailed placement,65.4,0.198,0.196
after global placement,64.9,0.193,0.196
after floorplan,29.3,1.26,-
-- worst max-delay path by stage --
stage         slack [ns]   end  startpoint
CTS                 0.18  y[6]        b[1]
global route       0.004  y[7]        b[1]
finish              0.20  y[7]        b[1]
-- timing repair --
action | CTS | global route
resized | 0 | 2
setup endpoints to repair | 0 | 1
hold buffers | 0 | 0
-- report_power, final --
part	total, µW	switching (µW)	internal [µW]
Combinational	65.7	24.1	41.7
Clock	0	0	0
Sequential	0	0	0
Total	65.7	24.1	41.7
Power figures rest on the tool's default switching activity, not on a simulated workload.
