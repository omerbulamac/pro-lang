==> /design/flow/design.v <==
module mult_4x4 (a, b, y);
input [3:0] a;
input [3:0] b;
output[7:0] y;
wire [3:0] m [0:3];
wire [4:0] p [0:3];
assign m[0] = a[0] ? b : 0;
assign m[1] = a[1] ? b : 0;
assign m[2] = a[2] ? b : 0;
assign m[3] = a[3] ? b : 0;
assign p[0] = { 1'b0, m[0] };
assign y[0] = p[0][0];
assign p[1] = m[1] + p[0][4:1];
assign y[1] = p[1][0];
assign p[2] = m[2] + p[1][4:1];
assign y[2] = p[2][0];
assign p[3] = m[3] + p[2][4:1];
assign y[7:3] = p[3];
endmodule
==> /design/flow/run.sh <==
#!/bin/bash
# OpenROAD 26Q1-2900-gdf79404cd8, Yosys 0.63+post, stock flow scripts
make -C /OpenROAD-flow-scripts/flow DESIGN_CONFIG=/design/flow/config.mk WORK_HOME=/design/flow/orfs finish
==> /design/flow/config.mk <==
export PLATFORM = sky130hd
export DESIGN_NAME = mult_4x4
export DESIGN_NICKNAME = mult_4x4
export VERILOG_FILES = /design/flow/design.v
export SDC_FILE = /design/flow/constraint.sdc
export NUM_CORES = 4
export LEC_CHECK = 1
export CORE_AREA = 10 10 70 70
export DIE_AREA = 0 0 80 80
==> /design/flow/constraint.sdc <==
current_design mult_4x4

set clk_period 4.9
set clk_io_pct 0.2

create_clock -name clk0 -period $clk_period

set non_clock_inputs [all_inputs -no_clocks]
set_input_delay [expr $clk_period * $clk_io_pct] -clock clk0 $non_clock_inputs
set_output_delay [expr $clk_period * $clk_io_pct] -clock clk0 [all_outputs]
==> results.yml <==
# yosys + openroad results
final_timing:
  finalMaxSlewViolations: 0
  fin_crit_sh: 0.9758
  finalHoldViolCount: 0
  setup_viol: 0
  worst_slew_pin_slew_ns: 0.1845
  fin_setup_tns_ns: 0
  fmax_ghz: 0.2091
  rsz0062_at_grt: "no"
  fin_crit_ns: 4.781
  maxSlewHeadroom: 0.8766
route:
  antenna_cells: 0
  routedWlPerCell_um: 9.492
  dr.pass1.iters: 2
  drc: 0
  vias_per_cell: 3.444
  final_antenna_net_count: 0
  vias: 427
  initialDrtViolationCount: 7
  finalWirelength_mm: 1.177
finish:
  stdcell_count: 124
  fin_util: 0.2355
  area_growth_pct: 78.61
  finalInstanceArea_um2: 804.5
  flop_area_um2: 0
  final_layout_size_suffix_gt1_frac: 0.3846
  clock_buffers: 0
  fillers: 364
  flop-count: 0
flow_run:
  warnings: 32
  maxCapViolCount: 0
yosys:
  synth.area.mux_share: 0
  synthAoiAreaFrac: 0.1639
  synthTopCellsByArea: "ha_1 31%, and2_1 19%, fa_1 13%, a21o_1 8.3%, a21oi_2 5.8%"
  synth.largest_area_cell: "ha_1"
  synth_top_area_share: 0.3056
  synthTopCellsByCount: "14 x and2_1, 11 x ha_1, 5 x a21o_1"
  ys_chip_area_um2: 450.4
  syn_inst: 53
  top_logic_kind: "adder cells"
  ys_sh_simple: 0.2472
  yosysMostFrequentCell: "and2_1"
  seq_area_frac_synth: 0
  syn_area_per_cell_um2: 8.499
  netlist_area_um2: 450.4
  adder_share: 0.4389
  synthXorXnorAreaFrac: 0.1167
  yosysUniqueCellTypes: 14
  yosysWarnings: 1
  yosysCellCount: 53
setup_path:
  cp_max_fo: 3
  crit_required_ns: 3.92
  criticalPathCategory: "input port to primary output"
  cp-end-kind: "primary output"
  start_kind: "input port"
  cp.arrival_ns: 3.80
worst_hold_path:
  min-delay-start: "a[0]"
  whs_endpoint: "y[0]"
  hp-class: "input port to primary output"
  min_path_cells: 3
grt:
  track_usage: 0.03867
  grt_pass1_wl_mm: 2.125
  overflow: 0
  grt_antenna_before_repair: 0
  first_global_vias: 489
  grt_max_degree: 5
placed_design:
  place_inst: 122
  gp_routability_congestion: 0.7105
  portBuffers: 16
  place_hpwl_mm: 1.031
  placed_area_um2: 720.7
die:
  pin_count: 16
  fp_util: 0.1319
  die_w_um: 80
  die_area_mm2: 0.006400
  core_region_area_mm2: 0.003416
  dieHeight_um: 80
  rows: 21
pwr:
  power_density_mw_per_mm2: 116.5
  cellLeakagePower_nw: 0.4023
  peakVddDrop_uv: 17.49
  fin_total_pwr_mw: 0.09370
cts:
  ctsHoldBuffers: 0
status:
  status: "completed"
[cell families (layout without fill, tap and decap cells)]
kind of cell | after synthesis | after routing
simple gates | 19 | 19
fa+ha+maj | 14 | 14
compound gates | 10 | 10
xor+xnor | 6 | 6
buf+inv | 4 | 29
[stage by stage]
stage / hold slack, ns / worst slack [ns]
after CTS: 2.638 / 0.02043
after detailed placement: 2.994 / -0.5232
after global routing: 2.660 / 0.007133
after floorplan: 2.032 / 0.5363
after global placement: 2.971 / -0.5055
final: 2.624 / 0.1185
[worst max-delay path by stage]
stage | cells after the start | slack, ns | endpoint | start
after CTS | 13 | 0.02 | y[7] | a[1]
final | 13 | 0.12 | y[7] | b[1]
after global routing | 13 | 0.007 | y[7] | b[1]
[layout make-up]
type,instances,area [µm²],area share
Inverter,4,15.01,0.01866
Timing Repair Buffer,25,219.0,0.2722
Multi-Input combinational cell,49,513.0,0.6376
Tap cell,46,57.56,0.07154
[cell usage in the layout (no fill, tap or decap)]
cell / netlist / final
a21oi_2: 3 / 3
inv_2: 0 / 2
buf_2: 0 / 1
and2_4: 0 / 5
xnor2_1: 3 / 2
a21oi_1: 1 / 1
xor2_1: 3 / 3
and2_1: 14 / 9
nand2b_1: 1 / 1
buf_4: 0 / 9
a21o_1: 5 / 5
nand2_1: 2 / 2
xnor2_2: 0 / 1
o21ai_0: 1 / 1
ha_1: 11 / 7
fa_2: 0 / 3
clkdlybuf4s15_1: 0 / 1
nor2_1: 1 / 1
ha_4: 0 / 4
clkdlybuf4s50_1: 0 / 7
inv_1: 4 / 2
clkdlybuf4s15_2: 0 / 2
nor2b_1: 1 / 1
dlygate4sd2_1: 0 / 5
[per-layer routing]
metal / wire length (µm) / GRT usage
met5: 0 / 0
met4: 0 / 0
met3: 70 / 0.007955
met2: 600 / 0.07223
met1: 506 / 0.04651
[critical path, stage by stage]
cell and delay (ns):
clkdlybuf4s15_2 0.19, buf_4 0.14, and2_4 0.16, fa_2 0.56
ha_4 0.13, inv_2 0.03, fa_2 0.53, inv_2 0.04
ha_4 0.15, fa_2 0.35, a21o_1 0.16, a21o_1 0.15
dlygate4sd2_1 0.23
[power by group]
part           total (mW)  internal, mW  switching [mW]
registers               0             0               0
logic              0.0937        0.0589          0.0348
clock network           0             0               0
total              0.0937        0.0589          0.0348
[timing repair]
item,in CTS,in global routing
pin swaps,13,4
setup endpoints to repair,4,1
setup buffers,2,0
resized,35,0
gates cloned,0,0
Power is estimated from default activity; no workload was simulated.
